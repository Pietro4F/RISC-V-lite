**flow/run.sh**
```bash
#!/bin/bash
# OpenROAD 26Q1-2900-gdf79404cd8, Yosys 0.63+post, stock flow scripts
make -C /OpenROAD-flow-scripts/flow DESIGN_CONFIG=/design/flow/config.mk WORK_HOME=/design/flow/orfs finish
```
**flow/config.mk**
```make
export PLATFORM = sky130hd
export DESIGN_NAME = Registers
export DESIGN_NICKNAME = Registers
export VERILOG_FILES = /design/flow/design.v
export SDC_FILE = /design/flow/constraint.sdc
export NUM_CORES = 4
export LEC_CHECK = 1
export CORE_UTILIZATION = 40
```
**flow/constraint.sdc**
```tcl
current_design Registers

set clk_period 13.9
set clk_io_pct 0.2

create_clock -name clk0 -period $clk_period [get_ports {clk_i}]

set non_clock_inputs [all_inputs -no_clocks]
set_input_delay [expr $clk_period * $clk_io_pct] -clock clk0 $non_clock_inputs
set_output_delay [expr $clk_period * $clk_io_pct] -clock clk0 [all_outputs]
```
**flow/design.v**
```verilog
module Registers
(
    input clk_i,
    input rst_i,
    input [4:0] rs1_addr_i, rs2_addr_i,
    input [31:0] data_i,
    input [4:0] write_addr_i,
    input reg_write_i,
	output reg [31:0] rs1_data_o, rs2_data_o
);
reg [31:0] registers [0:31];
integer i;
assign  rs1_data_o = registers[rs1_addr_i];		 
assign  rs2_data_o = registers[rs2_addr_i];		 
always@(negedge clk_i)begin
    if(rst_i == 0) begin
        for(i=0;i<32;i=i+1)registers[i] <= 32'd0;	 
		registers[2] <= 32'h7FFFEFFC;				 
		registers[3] <= 32'h10008000;				 
    end  
    else  begin
        if(reg_write_i == 1 && write_addr_i > 5'd0)begin	 
            registers[write_addr_i] <= data_i;
        end
    end
end
endmodule 
```
==> out/README.md <==
| Step | Item | This run |
|:---|:---|:---|
| yosys | Count of distinct cell types in the synthesized netlist | 33 |
| yosys | Post-synthesis instance area | 55,600 um^2 |
| grt | Overflow left after global routing | 0 |
| critical path | CP Max Fanout | 2 |
| power | P_leak | 29.6 nW |
| yosys | Warnings, synthesis | 3 |
| cts | Total CTS buffers | 117 |
| place | Final weighted congestion of routability-driven global placement | 0.901 |
| yosys | Top post-synthesis cells by area | sky130_fd_sc_hd__edfxtp_1 55%, sky130_fd_sc_hd__mux2i_1 18%, sky130_fd_sc_hd__and2_1 9.5% |
| power | Power Density | 133 nW/um^2 |
| run status | Result of the run | finished clean |
| yosys | Register share after synthesis | 0.553 |
| critical path | Crit path largest cell delay | 0.64 ns |
| layout | Design area | 67,000 um^2 |
| place | Post-DP HPWL | 113,000 um |
| timing | Fin. Hold Viols | 0 |
| critical path | CP endpoint kind | output port |
| yosys | Mean cell area of the mapped netlist | 12.0 um^2 |
| cts | Clock root buffer | sky130_fd_sc_hd__clkbuf_16 |
| layout | Total area of multi-input combinational cells | 23,400 um^2 |
| cts | TritonCTS clock tree | done |
| layout | Flop area | 30,700 um^2 |
| yosys | Cell count listed in synth_stat.txt | 4,620 |
| layout | Area Overhead vs Synth | 20.6% |
| grt | Initial antenna violation count | 6 |
| yosys | Top cell type by total area after synthesis | sky130_fd_sc_hd__edfxtp_1 |
| grt | Total routing resource utilization after global routing | 0.296 |
| critical path | CP max-delay cell | sky130_fd_sc_hd__nor3_1 |
| yosys | Dominant register cell | sky130_fd_sc_hd__edfxtp_1 |
| timing | Count of final max-slew check failures | 0 |
| critical path | Destination of the critical timing path | rs1_data_o[22] |
| cts | CTS H-Tree Depth | 3 |
| job | Max-capacitance violation count | 0 |
| hold path | Class of the worst hold path | in -> out |
| floorplanning | Placeable Area | 138,000 um^2 |
| timing | Unrepaired setup endpoints after global routing | false |
| cts | Clock slew at the register clock pins of the worst setup and hold paths | 0.03 ns |
| cts | Longest Clk Path Bufs | 3 |
| floorplanning | Starting Density | 0.404 |
| floorplanning | Die outline area | 140,000 um^2 |
| layout | Largest register FFs | 1,024 |
| hold path | Instance count along the most critical hold path | 6 |
| critical path | Critical path class | reg -> out |
| critical path | Data required time of the critical path | 11.12 ns |
| floorplanning | Die X | 375 um |
| grt | Largest net degree at the start of global routing | 88 |
| yosys | Number of flip-flops and latches in the synthesized netlist | 1,024 |
| timing | Worst-case headroom to the max-slew limit | 0.268 |
| timing | Count of endpoints failing setup in the final report | 0 |
| floorplanning | Vertical extent of the die | 375 um |
| place | Buffers on Ports | 113 |
| job | OpenROAD warning count | 1,027 |
| critical path | Worst path cell trace | mux2i_1, a22o_1, nor3_1, a31oi_1, nand3_1, clkdlybuf4s50_1 |
| detailed routing | Number of search-and-repair iterations in the first detailed-routing pass | 8 |
| detailed routing | Drt total wl | 196,000 um |
| floorplanning | Row cnt | 136 |
| yosys | Ys async rst share | 0 |
| yosys | Cells after synthesis | 4,620 |
| layout | Layout cell share with drive strength beyond 1 | 0.0811 |
| power | Worst IR drop on VDD | 0.000100 V |
| cts | Clk sink count | 1,024 |
| power | Total power after layout | 8.91 mW |
| place | Placement Cell Area | 59,200 um^2 |
| yosys | Count of library flops with an enable pin | 1,024 |
| cts | Buffer count from post-CTS setup fixing | 0 |
| yosys | Chip area estimate from yosys synthesis | 55,600 um^2 |
| cts | Hold buffer count at CTS | 0 |
| yosys | Top-area cell share | 0.553 |
| critical path | Data arrival at the endpoint of the critical path | 9.80 ns |
| timing | Actual transition at the worst max-transition pin | 1.10 ns |
| layout | Largest regs | registers (1024) |
| detailed routing | Total number of vias | 42,100 |
| layout | Largest register by flop count | registers |
| floorplanning | Count of boundary I/O pins | 114 |
| cts | PostCTS Resize Cnt | 0 |
| critical path | CP startpoint kind | flop |
| detailed routing | Number of violations reported at the end of detailed-routing iteration 0 | 2,916 |
| detailed routing | Detail-routed via count per cell | 5.59 |
| grt | Global-route wire length before repair | 281,000 um |
| layout | Filler instances | 11,900 |
| detailed routing | DRC violation count after routing | 0 |
| timing | Setup Total Neg Slack | 0 ns |
| critical path | Worst setup startpoint | registers[2][22]$_SDFFCE_NN1P_ |
| detailed routing | Avg WL per Cell | 26.0 um |
| grt | Number of global-route vias before repair | 44,600 |
| detailed routing | Antenna violation net count after detailed routing | 0 |
## Yosys cell counts, drive strengths merged, types with 4 or more instances
cell,n
a22oi,192
inv,6
o21ai,30
nand3,194
nor3,184
a22o,128
mux2i,1024
a31oi,64
nor2b,4
or2,31
or3,5
nor2,38
edfxtp,1024
a21oi,192
clkbuf,286
and2,840
nand2,198
buf,169
nand2b,4
## metrics by stage
stage / hold WS, ns / std cells / util / setup slack [ns]
detailed placement: 6.70 / 6288 / 0.430 / 1.15
floorplan: 5.82 / 4651 / - / 0.498
global placement: 6.72 / 6288 / 0.430 / 1.13
global route: 6.76 / 7529 / 0.487 / 1.09
finish: 6.70 / 7531 / 0.487 / 1.32
CTS: 6.71 / 7529 / 0.487 / 1.23
## how the worst min path moves through the flow
stage,from,endpoint,slack [ns]
finish,rs1_addr_i[1],rs1_data_o[19],6.70
global route,rs1_addr_i[1],rs1_data_o[17],6.76
CTS,rs1_addr_i[1],rs1_data_o[18],6.71
## cell usage in the layout, fill, tap and decap left out, types with 4 or more instances in the layout
cell type                         count
sky130_fd_sc_hd__o21ai_4             30
sky130_fd_sc_hd__buf_4              165
sky130_fd_sc_hd__or2_2                6
sky130_fd_sc_hd__buf_12              21
sky130_fd_sc_hd__nor2_2               7
sky130_fd_sc_hd__mux2i_1           1024
sky130_fd_sc_hd__or2_1               25
sky130_fd_sc_hd__nor2_4              23
sky130_fd_sc_hd__a31oi_1             64
sky130_fd_sc_hd__edfxtp_1          1024
sky130_fd_sc_hd__nand2b_2             4
sky130_fd_sc_hd__nand2_2              4
sky130_fd_sc_hd__inv_1             1056
sky130_fd_sc_hd__a21oi_1            192
sky130_fd_sc_hd__clkdlybuf4s50_1    110
sky130_fd_sc_hd__nand3_1            194
sky130_fd_sc_hd__clkbuf_16          120
sky130_fd_sc_hd__inv_4               14
sky130_fd_sc_hd__nor3_1             184
sky130_fd_sc_hd__nor2_1               6
sky130_fd_sc_hd__conb_1              32
sky130_fd_sc_hd__nor2b_4              4
sky130_fd_sc_hd__a22o_1             128
sky130_fd_sc_hd__and2_1             838
sky130_fd_sc_hd__clkinvlp_2          35
sky130_fd_sc_hd__nand2_1            194
sky130_fd_sc_hd__bufinv_16           17
sky130_fd_sc_hd__a22oi_1            192
## logic make-up (layout without fill, tap and decap cells)
kind of cell           count (synthesis)  in the layout  synth area share
other                                  1             34         0.0000675
DFF                                 1024           1024             0.553
and+or+nand+nor                     1504           1504             0.153
buffers and inverters                461           1545            0.0357
AOI/OAI and AO/OA                    606            606            0.0733
muxes                               1024           1024             0.184
## cell type report
type	instances	area share
clock buffers	120	0.0448
repair buffers	298	0.0416
clock inverters	1122	0.0711
multi-input cells	3166	0.350
diodes	2	0.0000747
well taps	1794	0.0335
flip-flops and latches	1024	0.459
inverters	5	0.000280
## worst max-delay path, delay by kind of cell (launching register included)
kind	cells	cell delay (ns)
buffers and inverters	1	0.47
and+or+nand+nor	2	0.79
DFF	1	0.35
muxes	1	0.09
AOI/OAI and AO/OA	2	0.43
## where the power goes
group | switching, mW | internal, mW | leakage, nW | total, mW
clock | 2.04 | 2.26 | 7.41 | 4.31
combinational | 0.583 | 0.334 | 12.4 | 0.918
sequential | 0.0890 | 3.60 | 9.77 | 3.69
total | 2.72 | 6.20 | 29.6 | 8.91
## metal layers
| metal | global-route usage | up-vias | part of all wire |
|---|---|---|---|
| met5 | 0 | - | 0.00019 |
| met4 | 0.121 | 6 | 0.035 |
| met3 | 0.218 | 401 | 0.16 |
| met2 | 0.406 | 2458 | 0.44 |
| met1 | 0.360 | 20100 | 0.36 |
| li1 | - | 19100 | - |
Power is estimated from default activity; no workload was simulated.
