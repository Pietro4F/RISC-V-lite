`flow/design.v`:
```
module ALU 
(
	input [31:0] op1_i, op2_i, 
	input [3:0] alu_ctrl_i, 
	output [31:0] data_o,
	output Zero_o
);
wire [31:0] add_2, shift_1, barrel_1, barrel_2, barrel_3, barrel_4, barrel_5;
wire ext_bit;
assign add_2 = 	(alu_ctrl_i == 4'b0000) ? op2_i :
				(alu_ctrl_i == 4'b0101) ? 32'd4 : 
				 32'd4;
assign shift_1 = (alu_ctrl_i == 4'b0001) ? op1_i :
				 (alu_ctrl_i == 4'b0010) ? {op1_i[0],op1_i[1],op1_i[2],op1_i[3],op1_i[4],op1_i[5],op1_i[6],op1_i[7],op1_i[8],op1_i[9],op1_i[10],op1_i[11],op1_i[12],op1_i[13],op1_i[14],op1_i[15],op1_i[16],op1_i[17],op1_i[18],op1_i[19],op1_i[20],op1_i[21],op1_i[22],op1_i[23],op1_i[24],op1_i[25],op1_i[26],op1_i[27],op1_i[28],op1_i[29],op1_i[30],op1_i[31]} :
				 op1_i;
assign ext_bit = (alu_ctrl_i == 4'b0001) ? 1'b0 :
				 (alu_ctrl_i == 4'b0010) ? op1_i[31] :
				 1'b0;
assign barrel_1 = 	(op2_i[0]==1'b1) ? {shift_1[30:0],ext_bit} : 
					{shift_1};
assign barrel_2 = 	(op2_i[1]==1'b1) ? {barrel_1[29:0],ext_bit,ext_bit} : 
					{barrel_1};
assign barrel_3 = 	(op2_i[2]==1'b1) ? {barrel_2[27:0],ext_bit,ext_bit,ext_bit,ext_bit} : 
					{barrel_2};
assign barrel_4 = 	(op2_i[3]==1'b1) ? {barrel_3[23:0],ext_bit,ext_bit,ext_bit,ext_bit,ext_bit,ext_bit,ext_bit,ext_bit} : 
					{barrel_3};
assign barrel_5 = 	(op2_i[4]==1'b1) ? {barrel_4[15:0],ext_bit,ext_bit,ext_bit,ext_bit,ext_bit,ext_bit,ext_bit,ext_bit,ext_bit,ext_bit,ext_bit,ext_bit,ext_bit,ext_bit,ext_bit,ext_bit} : 
					{barrel_4};
assign data_o = ((alu_ctrl_i == 4'b0000) || (alu_ctrl_i == 4'b0101)) ? (op1_i + add_2) :
				(alu_ctrl_i == 4'b0001) ? barrel_5 :
				(alu_ctrl_i == 4'b0010) ? {barrel_5[0],barrel_5[1],barrel_5[2],barrel_5[3],barrel_5[4],barrel_5[5],barrel_5[6],barrel_5[7],barrel_5[8],barrel_5[9],barrel_5[10],barrel_5[11],barrel_5[12],barrel_5[13],barrel_5[14],barrel_5[15],barrel_5[16],barrel_5[17],barrel_5[18],barrel_5[19],barrel_5[20],barrel_5[21],barrel_5[22],barrel_5[23],barrel_5[24],barrel_5[25],barrel_5[26],barrel_5[27],barrel_5[28],barrel_5[29],barrel_5[30],barrel_5[31]} :
				(alu_ctrl_i == 4'b0011) ? (op1_i - op2_i) :
				(alu_ctrl_i == 4'b0100) ? (op1_i ^ op2_i) :
				op2_i;
assign Zero_o = ((alu_ctrl_i == 4'b0101) || ((alu_ctrl_i == 4'b0111) && (op2_i <= op1_i)) || ((alu_ctrl_i == 4'b1000) && (op1_i != op2_i))) ? 1'b1 :
				1'b0 ;
endmodule
```
`flow/run.sh`:
```
#!/bin/bash
# OpenROAD 26Q1-2900-gdf79404cd8, Yosys 0.63+post, stock flow scripts
make -C /OpenROAD-flow-scripts/flow DESIGN_CONFIG=/design/flow/config.mk WORK_HOME=/design/flow/orfs finish
```
`flow/config.mk`:
```
export PLATFORM = sky130hd
export DESIGN_NAME = ALU
export DESIGN_NICKNAME = ALU
export VERILOG_FILES = /design/flow/design.v
export SDC_FILE = /design/flow/constraint.sdc
export NUM_CORES = 4
export LEC_CHECK = 1
export CORE_UTILIZATION = 40
```
`flow/constraint.sdc`:
```
current_design ALU

set clk_period 23.4
set clk_io_pct 0.2

create_clock -name clk0 -period $clk_period

set non_clock_inputs [all_inputs -no_clocks]
set_input_delay [expr $clk_period * $clk_io_pct] -clock clk0 $non_clock_inputs
set_output_delay [expr $clk_period * $clk_io_pct] -clock clk0 [all_outputs]
```
==> results_slide.txt <==
Run Summary

Status
  – Outcome: finished clean

Logic synthesis
  – Yosys warns: 0
  – Commonest cells post-synth: a21oi_1 (108), nand2_1 (93), o21ai_0 (79)
  – Basic Gates by Area: 0.213
  – Yosys stat cell total: 975
  – Netlist cell types: about 70
  – Chip area in the Yosys report: 0.00679 sq mm
  – Aoi share: 0.353
  – Logic family by area: AND-OR/OR-AND gates
  – MUX area fraction: 0.196
  – Top cell type by total area after synthesis: ha_1
  – Adder share: 0.122
  – Syn_area_per_cell: 6.97 sq um
  – Yosys xor share: 0.0503
  – Synth area leaders: ha_1 (12%), mux4_2 (11%), a21oi_1 (8.0%), mux2i_1 (7.7%), o21ai_0 (5.8%)
  – Yosys top cell area share: 0.116
  – Register area share after synthesis: 0
  – Most frequent cell after synthesis: a21oi_1
  – Synthesized area: 0.00679 sq mm
  – Mapped Cells: 975

Detailed routing
  – Inserted Diodes: 0
  – Drt pass-1 iters: 5
  – DR vias: roughly 8.3k
  – Post-route ant nets: 0
  – Drt via density: 6.60
  – Final WL: 30,700 um
  – Wire per inst: 24.5 um
  – Detailed Route Iter0 Violations: 866
  – # DRC: 0

Flow run
  – MaxCap Viol Count: 0
  – Tool warning count: 32

Worst hold path
  – Min-Delay Path Class: in -> out
  – WHS Endpoint: data_o[19]
  – Min-Delay Path Depth: 6
  – Hold path start: op2_i[19]

Placed design
  – Port bufs: roughly 100
  – Post-DP Area: 0.00800 sq mm
  – Final RePlAce weighted congestion: 1.04
  – Inst Count DP: ~1.3k
  – HPWL Detailed: 24,400 um

Layout
  – Filler cells: approximately 1.7k
  – Comb area: 0.00637 sq mm
  – Flop count: 0
  – Area delta synth->final: 17.8%
  – Layout cells sized above 1: 0.0670
  – Final non-filler cell total: approximately 1.3k
  – Fin area: 0.00800 sq mm
  – Clk_buf instances: 0
  – Flop area: 0 sq um
  – Final Core Density: 0.483

Floorplan
  – Core Rows: 47
  – Die Size: 0.0175 sq mm
  – Core ar.: 0.0166 sq mm
  – DIE WIDTH: 132 um
  – Fp util: 0.410
  – IO Pins: between 100 and 150
  – Die height: 132 um

Clocking
  – Number of setup buffers added after CTS: 0
  – Post-CTS sizing: 0
  – CTS Hold Buffers Added: 0

Timing
  – Final Cycle Share: 0.609
  – # setup viols final: 0
  – Fmax: 0.0702 GHz
  – Tmin final: 14,250 ps
  – Worst-Margin Slew: around 900 ps
  – Setup TNS Final: 0 ps
  – RSZ-0062 raised after global routing: no
  – Slew HR: 0.412
  – Fin. Hold Viols: 0
  – Fin. max-slew vios: 0

Power
  – Maximum VDD drop: 0.00000825 V
  – Pleak: 3.33 nW
  – Design Power: 0.000190 W
  – PD cells: between 20 and 25 mW/mm^2

GRT
  – Number of global-route vias before repair: 7,592
  – GR Overflow Total: 0
  – Global-route wire length before repair: 45,600 um
  – Total Routing Usage GR: 0.350
  – Pin count of the biggest net entering global routing: 37
  – Initial antenna violation count: 1

Worst setup path
  – Startpoint Class: primary input
  – Max FO, Critical Path: 17
  – Crit path DAT: approximately 9600 ps
  – Worst setup path startpoint: alu_ctrl_i[0]
  – CP Capture Type: output pin
  – CP required: 18,720 ps
  – Critical setup path kind: in -> out
## how the worst max path moves through the flow
stage             to  depth (start not counted)  slack, ps
4_1_cts   data_o[30]                         17       9130
6_report  data_o[30]                         17       9150
5_1_grt   data_o[30]                         17       8880
## cell type report
cell class | instances | share of cell area
timing repair buffer | 125 | 0.149
inverter | 45 | 0.0211
tap | 220 | 0.0344
multi-input combinational | 860 | 0.796
## per-layer routing
layer,global-route usage,vias up,routed length (um)
met5,0,-,39
met4,0.106,2,1080
met3,0.0691,73,3170
met2,0.522,459,13400
met1,0.513,3874,13000
li1,-,3848,-
## where the power goes
group          total (W)  internal (W)  switching (W)
clock network          0             0              0
registers              0             0              0
logic           0.000190     0.0000811       0.000109
## worst max-delay path, stage by stage
cell             delay [ps]
clkdlybuf4s50_1         800
nor4_2                  120
buf_4                   230
and2_1                  180
ha_1                    220
fa_1                    440
a21o_1                  220
a221oi_1                540
nor4_1                  120
buf_4                   190
o211ai_1                220
a21oi_1                 200
o211a_1                 290
o41ai_1                 320
xor2_1                  110
a22oi_1                 180
clkdlybuf4s50_1         510
## layout by cell type (no fill, tap or decap), drive strengths merged, types with 7 or more instances in the layout
| cell type | count |
|---|---|
| or3 | 8 |
| ha | 63 |
| xnor2 | 22 |
| nor2 | 63 |
| a21oi | 108 |
| inv | 45 |
| a221oi | 10 |
| and3 | 7 |
| a21o | 25 |
| xor2 | 17 |
| o211ai | 16 |
| o21ai | 79 |
| o22ai | 9 |
| a31oi | 12 |
| nand2 | 93 |
| mux4 | 34 |
| buf | 24 |
| a221o | 7 |
| nor2b | 10 |
| a211oi | 14 |
| nor3 | 13 |
| o21a | 12 |
| nand3 | 24 |
| o31ai | 9 |
| a22oi | 10 |
| clkdlybuf4s50 | 101 |
| mux2i | 52 |
| and2 | 45 |
| o221ai | 11 |
## logic make-up after synthesis
logic type,after synthesis
AND-OR/OR-AND,371
XOR/XNOR,39
adder cells (fa/ha/maj),65
buffers and inverters,115
multiplexers,90
AND/OR/NAND/NOR,295
## stage by stage
step	hold WS [ps]	worst slack (ps)
after global routing	10630	8880
after CTS	10580	9130
after floorplan	9490	10570
after detailed placement	10560	9150
final	10570	9150
after global placement	10570	9300
Power and IR drop assume default switching activity.
