==> design/flow/design.v <==
module ID_EX(
	input clk_i,
	input rst_i,
	input [24:0] inst_i,
	input [31:0] pc_i,
	input [31:0] rs1_data_i, rs2_data_i,
	input [31:0] sign_extended_i,
	input [3:0] alu_op_i,
	input alu_src_i,
	input reg_write_i,
	input mem_to_reg_i, mem_read_i, mem_write_i,
	input add_sum_reg_i,
	input alu_pc_i,
	input branch_i,
	output reg [24:0] inst_o,
    output reg [31:0] pc_o,
	output reg [31:0] rs1_data_o, rs2_data_o,
	output reg [31:0] sign_extended_o,
	output reg [3:0] alu_op_o,
	output reg alu_src_o, 
	output reg reg_write_o,
	output reg mem_to_reg_o, mem_read_o, mem_write_o,
	output reg add_sum_reg_o,
	output reg alu_pc_o,
	output reg branch_o
);
always@(posedge clk_i) begin
	if(rst_i == 0) begin
		inst_o <= 25'b0;
		pc_o <= 32'b0;
		rs1_data_o <= 32'b0;
		rs2_data_o <= 32'b0;
		sign_extended_o <= 32'b0;
		reg_write_o <= 1'b0;
		mem_to_reg_o <= 1'b0;
		mem_read_o <= 1'b0;
		mem_write_o <= 1'b0;
		alu_op_o <= 4'b0;
		alu_src_o <= 1'b0;
		add_sum_reg_o <= 1'b0;
		alu_pc_o <= 1'b0;
		branch_o <= 1'b0;
  	end
  	else begin
		inst_o <= inst_i;
		pc_o <= pc_i;
		rs1_data_o <= rs1_data_i;
		rs2_data_o <= rs2_data_i;
		sign_extended_o <= sign_extended_i;
		reg_write_o <= reg_write_i;
		mem_to_reg_o <= mem_to_reg_i;
		mem_read_o <= mem_read_i;
		mem_write_o <= mem_write_i;
		alu_op_o <= alu_op_i;
		alu_src_o <= alu_src_i;
		add_sum_reg_o <= add_sum_reg_i;
		alu_pc_o <= alu_pc_i;
		branch_o <= branch_i;
  	end
end
endmodule
==> design/flow/run.sh <==
#!/bin/bash
# OpenROAD 26Q1-2900-gdf79404cd8, Yosys 0.63+post, stock flow scripts
make -C /OpenROAD-flow-scripts/flow DESIGN_CONFIG=/design/flow/config.mk WORK_HOME=/design/flow/orfs finish
==> design/flow/config.mk <==
export PLATFORM = sky130hd
export DESIGN_NAME = ID_EX
export DESIGN_NICKNAME = ID_EX
export VERILOG_FILES = /design/flow/design.v
export SDC_FILE = /design/flow/constraint.sdc
export NUM_CORES = 4
export LEC_CHECK = 1
export CORE_AREA = 10 10 219 219
export DIE_AREA = 0 0 229 229
==> design/flow/constraint.sdc <==
current_design ID_EX

set clk_period 1.0
set clk_io_pct 0.2

create_clock -name clk0 -period $clk_period [get_ports {clk_i}]

set non_clock_inputs [all_inputs -no_clocks]
set_input_delay [expr $clk_period * $clk_io_pct] -clock clk0 $non_clock_inputs
set_output_delay [expr $clk_period * $clk_io_pct] -clock clk0 [all_outputs]
==> deck_impl_summary.md <==
Implementation Results

Yosys
  – Flops after synth: 165
  – Number of cells in Yosys stat: 348
  – YS warnings: 1
  – Post-Synthesis Cells: 348
  – Count of library flops with an enable pin: 0
  – Commonest flop: dfxtp_1
  – Cell taking the most area after synthesis: dfxtp_1
  – Post-Synthesis Cell Area: 4530 µm²
  – Synth Seq Share: 73.0%
  – Chip Area, Yosys: 4530 µm²
  – Top cell area share: 73.0%
  – Distinct lib cells used: 5
  – Avg Synthesized Cell Area: 13.0 µm²
  – Top cells by count: 165 x and2_1, 165 x dfxtp_1, 16 x buf_6
  – Asr flop ratio synth: 0%
  – Main area contributors: dfxtp_1 73%, and2_1 23%, buf_6 4.0%, buf_4 0.17%, clkbuf_1 0.083%

Detailed routing
  – Routed len/inst: 13.2 µm
  – Starting DRT DRC Count: 65
  – DR vias: 3514
  – Pre-antenna DRT Iters: 6
  – DRC viols: 0
  – Antenna cells: 0
  – Routed length on met1: 6470 µm
  – Routed vias/inst: 2.74
  – Met3 WL: 2620 µm
  – Top routing layer used: met5
  – Routed WL: 16900 µm
  – Met2 WL post-DR: 7390 µm
  – Antenna Violating Nets Remaining: 0

Die
  – DIE WIDTH: 229 µm
  – Chip footprint: 52400 µm²
  – Row count: 76
  – Init Core Util: 10.5%
  – CORE AREA: 43200 µm²
  – Die Ht: 229 µm
  – # IOs: 332

GRT
  – First-pass GRT wire length: 24400 µm
  – Initial antenna violation count: 4
  – Total GRT Usage: 6.24%
  – Largest net degree at the start of global routing: 82
  – Number of global-route vias before repair: 3690
  – Grt total ovfl: 0

Critical path
  – Crit path launch type: register
  – CP max FO: 1
  – WS Path Type: register to output pin
  – CP required: 800 ps
  – CP Cell Sequence: buf_6
  – Crit end category: output pin
  – Worst Path Buf+Inv: 1
  – Max stage delay cell, worst path: dfxtp_4
  – Worst stage delay on the critical path: 360 ps
  – Critical path arrival: 940 ps
  – Delay-heaviest family, CP: flip-flops

Clock tree
  – Setup Buffers After CTS: 0
  – CTS Hold Bufs: 0
  – Num CTS Buffers: 17
  – Worst-path clk slew: 70 ps
  – CTS Sinks: 165
  – Clk root buf: clkbuf_16
  – CTS HTree Levels: 4
  – Deepest clock path buffer count: 2
  – CTS tree: done

Placement
  – Gp weighted congestion: 0.859
  – Port buffer count: 331
  – Detail Placement HPWL: 13200 µm

Run
  – Max_cap viols: 0
  – Tool warnings: 27

Final timing
  – Slew headroom: 78.0%
  – Maximum clock frequency: 0.881 GHz
  – Final setup viols: 165
  – Final WS setup: -136 ps
  – Max Slew Vio Count: 0
  – Hold Vio Cnt, Final: 0
  – Worst Max-Slew Pin Slew: 329 ps
  – Tmin final: 1140 ps
  – RSZ-0062 raised after global routing: true
  – Post-route setup TNS: -12180 ps
  – Tcrit/Tclk final: 114%

Pwr
  – Worst IR Drop VDD: 0.00129 V
  – Pwr per Cell Area: 1770 nW/µm²
  – Pleak: 0.00356 µW

Outcome
  – Status: complete, but fails checks
  – Failing checks: negative setup slack

Min path
  – Hold Path Class: input pin to register

Final layout
  – Fillers: 4752
  – Layout area overhead: 82.4%
  – Final Util: 19.1%
  – Layout cells sized above 1: 32.5%
==> flip-flops by register name (all words and copies together) (netlist names) <==
signal	flops
mem_write_o	1
alu_op_o	4
alu_pc_o	1
rs2_data_o	32
inst_o	25
rs1_data_o	32
alu_src_o	1
add_sum_reg_o	1
mem_read_o	1
sign_extended_o	32
branch_o	1
mem_to_reg_o	1
pc_o	32
reg_write_o	1
==> repair_timing <==
action / CTS / global route
endpoints found under the hold margin: 0 / 0
gates resized: 553 / 22
setup endpoints to repair: 165 / 165
==> report_power, final <==
group / total [µW] / internal [µW] / switching, µW
combinational: 1320 / 977 / 340
clock: 6320 / 3440 / 2870
sequential: 7010 / 6930 / 78.5
total: 14600 / 11400 / 3290
==> through the flow <==
stage                     area (µm²)  hold WS [ps]  instances  total power, µW  setup WS, ps
final                           8260           204       1281            14600          -136
after global placement          8430           685       1249             8810          -119
after floorplan                 4530           322        348             7380           298
after detailed placement        8430           687       1249             8820          -113
after global routing            8260           201       1281            15400          -189
after CTS                       8200           155       1281            15000          -215
==> layer usage <==
layer | track usage (%) | up-vias
met5 | 0 | -
met4 | 1.28 | 4
met3 | 4.54 | 28
met2 | 9.66 | 250
met1 | 6.81 | 1513
li1 | - | 1719
==> layout make-up <==
type / instances / area [µm²] / share of cell area, %
flip-flops and latches: 165 / 3340 / 40.4
repair buffers: 334 / 2590 / 31.4
multi-input cells: 165 / 1030 / 12.5
well taps: 585 / 732 / 8.86
clock buffers: 19 / 433 / 5.24
clock inverters: 13 / 125 / 1.52
==> placed cells by master, fill, tap and decap left out <==
master,n
buf_4,2
clkbuf_1,2
clkinv_4,2
dfxtp_2,26
buf_2,155
clkdlybuf4s50_1,165
dfxtp_4,1
buf_6,10
buf_12,2
inv_6,3
clkbuf_16,17
bufinv_16,1
clkinvlp_4,4
and2_1,165
dfxtp_1,138
clkinv_2,2
inv_8,1
==> final timing paths <==
kind,from,to,slack [ps],cells after the start
setup / recovery,rs1_data_o[15]$_SDFF_PN0_,rs1_data_o[15],-140,1
hold / removal,rst_i,pc_o[11]$_SDFF_PN0_,200,3
==> logic make-up after synthesis <==
logic type	count (synthesis)	synth area share, %
DFF	165	73.0
and+or+nand+nor	165	22.8
buffers and inverters	18	4.23
Power and IR drop assume default switching activity.
